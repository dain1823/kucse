==> design/flow/design.v <==
module huffman_decoder (
output [2:0] y,
input x,
input clk,
input reset
);
reg [3:0] state;
reg [3:0] next_state;
parameter S00 = 4'b0000, S01 = 4'b0001, S02 = 4'b0010,
S03 = 4'b0011, S04 = 4'b0100, S05 = 4'b0101,
S06 = 4'b0110, S07 = 4'b0111, S08 = 4'b1000,
S09 = 4'b1001, S10 = 4'b1010;
always @ (posedge clk or posedge reset)
if (reset == 1) state <= S00;
else state <= next_state;
always @(*)
begin
	case (state)
	S00: if(x) next_state = S02; else next_state = S01;
	S01: if(x) next_state = S02; else next_state = S01; 
	S02: if(x) next_state = S04; else next_state = S03;
	S03: if(x) next_state = S06; else next_state = S05;
	S04: if(x) next_state = S08; else next_state = S07;
	S05: if(x) next_state = S02; else next_state = S01; 
	S06: if(x) next_state = S02; else next_state = S01; 
	S07: if(x) next_state = S10; else next_state = S09;
	S08: if(x) next_state = S02; else next_state = S01; 
	S09: if(x) next_state = S02; else next_state = S01; 
	S10: if(x) next_state = S02; else next_state = S01; 
	default: next_state = 4'bxxxx;
	endcase
end	
assign y[0] = (~state[3]&~state[1]&state[0])|(state[3]&state[1]);
assign y[1] = (state[2]&~state[1]&state[0])|(state[3]&state[0])|(state[2]&state[1]&~state[0]);
assign y[2] = state[3];
endmodule
==> design/flow/run.sh <==
#!/bin/bash
# OpenROAD 26Q1-2900-gdf79404cd8, Yosys 0.63+post, stock flow scripts
make -C /OpenROAD-flow-scripts/flow DESIGN_CONFIG=/design/flow/config.mk WORK_HOME=/design/flow/orfs finish
==> design/flow/config.mk <==
export PLATFORM = sky130hd
export DESIGN_NAME = huffman_decoder
export DESIGN_NICKNAME = huffman_decoder
export VERILOG_FILES = /design/flow/design.v
export SDC_FILE = /design/flow/constraint.sdc
export NUM_CORES = 4
export LEC_CHECK = 1
export CORE_AREA = 10 10 70 70
export DIE_AREA = 0 0 80 80
==> design/flow/constraint.sdc <==
current_design huffman_decoder

set clk_period 1.8
set clk_io_pct 0.2

create_clock -name clk0 -period $clk_period [get_ports {clk}]

set non_clock_inputs [all_inputs -no_clocks]
set_input_delay [expr $clk_period * $clk_io_pct] -clock clk0 $non_clock_inputs
set_output_delay [expr $clk_period * $clk_io_pct] -clock clk0 [all_outputs]
==> impl_metrics.env <==
# yosys + openroad results
export IMPL_grt_overflow=0
export IMPL_cp_max_fo=4
export IMPL_status="complete, no violations"
export IMPL_r2r_start="state[0]$_DFF_PP0_"
export IMPL_grt_pass1_vias=230
export IMPL_start_kind="register"
export IMPL_synthDominantCellAreaShare=0.370
export IMPL_timing_setup_tns_ns=0
export IMPL_clock_latency_ns=0.23
export IMPL_slowest_delay_ns=0.42
export IMPL_cts_tree="built"
export IMPL_layout_area_comb_um2=136
export IMPL_flop_area_um2=103
export IMPL_rsz0062_at_grt="no"
export IMPL_fmax_mhz=619
export IMPL_clock_root_buffer="clkbuf_4"
export IMPL_ys_seq_share=0.370
export IMPL_drive_above_1_share=0.289
export IMPL_dp_cells=78
export IMPL_dp_hpwl_um=431
export IMPL_htree_num_levels=1
export IMPL_hold_violations=0
export IMPL_cts_sinks=4
export IMPL_slowest_stage="dfrtp_2"
export IMPL_worstSetupEndpointType="output port"
export IMPL_yosysTopAreaCell="dfrtp_1"
export IMPL_io_buffers=5
export IMPL_grt_max_degree=11
export IMPL_fp_dieW_um=80
export IMPL_slew_headroom=0.826
export IMPL_vias=250
export IMPL_io_pins=6
export IMPL_cp_cell_sequence="xor2_1 > a22o_2 > dlygate4sd2_1"
export IMPL_fillerInstances=394
export IMPL_core_area_mm2=0.00342
export IMPL_irDropWorstVdd_mv=0.166
export IMPL_cts_made_buffers=3
export IMPL_dieArea_mm2=0.00640
export IMPL_drtPass1Iterations=4
export IMPL_crit_required_ns=1.44
export IMPL_area_growth_pct=46.8
export IMPL_cts_clk_slew_worst_paths_ns=0.04
export IMPL_wl_um=564
export IMPL_min_period_over_period=0.898
export IMPL_top_cells_by_area="dfrtp_1 (37%), nand2b_1 (6.9%), buf_4 (5.6%)"
export IMPL_reg_top3="state (4)"
export IMPL_synth_avg_cell_area_um2=9.01
export IMPL_min_period_ns=1.62
export IMPL_ctsHoldBuffers=0
export IMPL_antenna_found_initial=0
export IMPL_worst_setup_path_type="reg2out"
export IMPL_rows=21
export IMPL_grtUsageTotal=0.0181
export IMPL_ys_area_um2=270
export IMPL_synth_warnings=1
export IMPL_drc=0
export IMPL_via_per_inst=2.98
export IMPL_worst_slew_pin_slew_ns=0.261
export IMPL_cap_violations=0
export IMPL_startpoint="state[0]$_DFF_PP0_"
export IMPL_regMostFlops="state"
export IMPL_finalNonFillerCells=84
export IMPL_maxSlewViolCount=0
export IMPL_p_leak_nw=0.158
export IMPL_synthCells=30
export IMPL_synth_cell_area_um2=270
export IMPL_die_y_um=80
export IMPL_hold_class="in2async"
export IMPL_grt_pass1_wl_um=993
export IMPL_cts_path_max_buffers=2
export IMPL_ys_cells=30
export IMPL_largest_reg_flops=4
export IMPL_crit_arrival_ns=1.26
export IMPL_setup_viol=0
export IMPL_drt_iter0_drc=36
export IMPL_final_setup_skew_ns=0.00228
export IMPL_ant_nets=0
export IMPL_warnings=25
export IMPL_n_antenna_cell=0
export IMPL_post_drt_wl_per_cell_um=6.71
export IMPL_initial_core_util=0.0791
export IMPL_p_per_area_mw_per_mm2=1260
export IMPL_ys_flops=4
export IMPL_ys_types=20
export IMPL_routabilityCongestion=0.769
==> synth_stat cells <==
cell and instances:
buf_6 1, nor2_1 1, nand2b_1 3, a31oi_1 1, dfrtp_1 4, inv_1 2
buf_4 2, o2111ai_1 1, nand2_1 3, or2_2 1, o21ai_0 1, o21ai_1 1
xor2_1 1, and3b_1 1, nand4_1 1, o311ai_1 1, or3b_1 1, a211o_2 1
a22o_2 1, a21oi_1 2
==> worst max-delay path: cells and delay by family, from the launching register on <==
family / cells / cell delay (ns)
AND-OR/OR-AND: 1 / 0.20
flip-flops: 1 / 0.42
buffers and inverters: 1 / 0.24
XOR/XNOR: 1 / 0.16
==> routing by layer <==
metal	global-route usage	vias up	share of wire
li1	-	124	-
met1	0.0247	110	0.47
met2	0.0225	14	0.41
met3	0.00795	2	0.076
met4	0.0106	0	0.034
met5	0	-	0
==> kinds of logic (layout without fill, tap and decap cells) <==
| group | after synthesis | in the layout | share of synthesized area |
|---|---|---|---|
| XOR/XNOR | 1 | 1 | 0.0324 |
| AND-OR/OR-AND | 9 | 9 | 0.236 |
| flip-flops | 4 | 4 | 0.370 |
| AND/OR/NAND/NOR | 11 | 11 | 0.236 |
| buffers and inverters | 5 | 13 | 0.125 |
==> cell usage in the layout, fill, tap and decap left out <==
cell type        Yosys  layout
or3b_1               1       1
buf_4                2       3
o311ai_1             1       1
clkdlybuf4s50_1      0       3
nand2_1              3       3
and3b_1              1       1
o2111ai_1            1       1
o21ai_1              1       1
dfrtp_2              0       2
xor2_1               1       1
nand2b_1             3       3
inv_1                2       2
clkbuf_4             0       3
nand4_1              1       1
nor2_1               1       1
a22o_2               1       1
or2_2                1       1
a21oi_1              2       2
a31oi_1              1       1
o21ai_0              1       1
a211o_2              1       1
dfrtp_1              4       2
dlygate4sd2_1        0       2
==> cell type report <==
cell class / instances / share of cell area
Clock buffer: 3 / 0.0568
Inverter: 2 / 0.0189
Multi-Input combinational cell: 21 / 0.344
Sequential cell: 4 / 0.259
Tap cell: 46 / 0.145
Timing Repair Buffer: 8 / 0.177
==> repair_timing <==
| action | 4_1_cts | 5_1_grt |
|---|---|---|
| setup endpoints to repair | 2 | 0 |
| buffers inserted | 3 | 0 |
| resized | 4 | 0 |
==> where the power goes <==
group          total [W]  internal [W]  switching [W]
logic           0.000217      0.000139      0.0000780
clock network   0.000110     0.0000745      0.0000350
registers       0.000174      0.000123      0.0000507
==> metrics by stage <==
stage	util	hold WS [ns]	cell area (um2)	worst slack (ns)	power, W
6_report	0.116	0.308	397	0.184	0.000501
3_5_place_dp	0.103	0.560	352	0.179	0.000371
4_1_cts	0.116	0.306	397	0.169	0.000509
2_1_floorplan	-	0.126	270	0.611	0.000315
3_3_place_gp	0.103	0.558	352	0.182	0.000371
5_1_grt	0.116	0.338	397	0.121	0.000555
==> final timing paths <==
| path | to | slack, ns | depth (start not counted) |
|---|---|---|---|
| worst max-delay path | y[1] | 0.18 | 3 |
| worst min-delay path | state[3]$_DFF_PP0_ | 0.31 | 2 |
| worst max register to register | state[1]$_DFF_PP0_ | 0.48 | 4 |
| worst min register to register | state[2]$_DFF_PP0_ | 0.63 | 1 |
| max in group asynchronous | state[0]$_DFF_PP0_ | 1.33 | 2 |
| min in group clk0 | state[2]$_DFF_PP0_ | 0.63 | 1 |
Power and IR drop assume default switching activity.
